==> /design/flow/design.v <==
module command_decoder (
    input logic         clk, reset,
    input logic         spi_done,
    input logic [7:0]   command, databyte1, databyte2,
    output logic        we, cmd_received,
    output logic [7:0]  wdata,
    output logic [9:0]  waddr, score
);
logic       cmd_received_int;
logic [9:0] score_int;
always_comb
    casez(command)
        8'b0001????: begin
            score_int = {databyte1[1:0], databyte2};
            we = 1'b0;
            waddr = 10'b0;
            wdata = 10'b0;
            cmd_received_int = 1'b1;
        end
        8'b1000????: begin
            score_int = score;
            we = 1'b1;
            waddr = {databyte1[4:0], databyte2[4:0]};
            wdata = {5'b0, command[2:0]};
            cmd_received_int = 1'b1;
        end
        default: begin
            score_int = score;
            we = 1'b0;
            waddr = 10'b0;
            wdata = 8'b0;
            cmd_received_int = 1'b0;
        end
    endcase
synchronizer cmd_rec_synch(.clk, .reset, .d(cmd_received_int), .q(cmd_received));
flop #(10) score_flop(.clk, .reset, .d(score_int), .q(score));
endmodule
module flop #(parameter WIDTH=32) (
    input logic                 clk, reset,
    input logic [WIDTH-1:0]     d,
    output logic [WIDTH-1:0]    q
);
always_ff @(posedge clk)
    if (reset)
        q <= #1 0;
    else
        q <= #1 d;
endmodule
module synchronizer #(parameter WIDTH=1) (
    input logic                 clk, reset,
    input logic [WIDTH-1:0]     d,
    output logic [WIDTH-1:0]    q
);
    logic [WIDTH-1:0] in_between;
    flop #(WIDTH) synch_flop1(.clk, .reset, .d, .q(in_between));
    flop #(WIDTH) synch_flop2(.clk, .reset, .d(in_between), .q);
endmodule
==> /design/flow/run.sh <==
#!/bin/bash
# OpenROAD 26Q1-2900-gdf79404cd8, Yosys 0.63+post, stock flow scripts
make -C /OpenROAD-flow-scripts/flow DESIGN_CONFIG=/design/flow/config.mk WORK_HOME=/design/flow/orfs finish
==> /design/flow/config.mk <==
export PLATFORM = sky130hd
export DESIGN_NAME = command_decoder
export DESIGN_NICKNAME = command_decoder
export VERILOG_FILES = /design/flow/design.v
export SDC_FILE = /design/flow/constraint.sdc
export NUM_CORES = 4
export LEC_CHECK = 1
export CORE_AREA = 10 10 70 70
export DIE_AREA = 0 0 80 80
==> /design/flow/constraint.sdc <==
current_design command_decoder

set clk_period 3.7
set clk_io_pct 0.2

create_clock -name clk0 -period $clk_period [get_ports {clk}]

set non_clock_inputs [all_inputs -no_clocks]
set_input_delay [expr $clk_period * $clk_io_pct] -clock clk0 $non_clock_inputs
set_output_delay [expr $clk_period * $clk_io_pct] -clock clk0 [all_outputs]
==> reports/results.ini <==
[run_status]
status=completed

[timing]
finalHoldViolations=0
post-route-period-util=0.839
layout_min_cycle_time_ns=3.10
finalSetupViolations=0
setup_tns_ns=0
max_freq_mhz=322
slew_headroom=0.616
drv_slew=0
tightest_slew_ns=0.574
rsz0062_at_grt=no
skew_ns=0.0000285

[clock_tree]
cts_root_buf=clkbuf_4
cts_hold_buf=0
clock_latency_ns=0.26
cts_post_setup_buffers_inserted=0
htreeDepth=1
cts_tree=done
cts.sinks=12
cts_inserted_buffers=3
clkTransAtPathRegs_ns=0.07
clockBufferDepth=2
cts_resized=0

[place]
place_congestion=0.776
hpwl_um=1600
port_buffers=46
dp.cells=158

[layout]
drive_gt1_frac=0.0609
fillerInstances=348
syn_to_final_growth_pct=73.8
fin_cells=161
flop_area_um2=240
layout.area.comb_um2=389
post-route-util=0.347

[critical_path]
cp_data_arrival_time_ns=2.36
rrSetupSlack_ns=3.12
startpoint_type=primary input
worstReg2RegEnd=score_flop.q[0]
crit_start=command[6]
crit_fanout=15
setup.worst_path.class=in2out
cp.required_ns=2.96
endpoint_kind=output port
ff2ff_path_depth=2
r2r-start=score_flop.q[0]

[drt]
firstDrtPassIters=4
viasPerCell=3.65
wl_per_cell_um=12.5
vias=588
diodes=0
drtAntennaViolNets=0
drc=0
drtIter0Drc=16
routed_wl_um=2020

[die]
io_pins=57
fp_util=0.200
die_x_um=80
die_h_um=80
die_area_um2=6400
num_rows=21
core_um2=3420

[worst_hold_path]
min_path_type=reg2reg
holdPathStages=1
worstHoldStart=cmd_rec_synch.synch_flop1.q
min_to=cmd_rec_synch.synch_flop2.q

[pwr]
p_int_w=0.000207
p_clk_frac=0.299
power_frac_comb=0.198
switching_power_w=0.0000575
seqPwrFrac=0.503
irDropWorstVdd_mv=0.140
powerDensity_nw_per_um2=223
power_w=0.000265
p_leak_nw=0.434
p_sw_frac=0.217

[synth]
netlist_area_um2=682
postSynthAreaPerCell_um2=9.88
synthDistinctLibCells=11
ys_warn_count=3
numSynthFlops=12
synthCells=69
topCellsByArea=dfxtp_1 (35%), nand2b_1 (18%), mux2i_1 (15%)
ys_cells=69
ys_seq_share=0.352
top_area_frac=0.352
yosysTopAreaCell=dfxtp_1
ys_chip_area_um2=682

[grt]
antenna_found_initial=0
overflow=0
gr-usage-all-layers=0.0630
grt_pass1_wl_um=3210
grt_max_degree=23
grt_pass1_vias=640

[job]
warning_count=30
cap_violations=0

[per-stage QoR]
step	cell area (µm²)	hold slack (ns)	setup WS (ns)
final	1180	0.437	0.596
after floorplan	697	0.414	1.64
after detailed placement	1160	0.424	0.568
after global routing	1180	0.480	0.471
after global placement	1160	0.418	0.586
after CTS	1180	0.443	0.559
[placed cells by master, fill, tap and decap left out]
master and count:
and2_1 13, buf_4 2, clkbuf_4 3, clkdlybuf4s50_1 46
conb_1 5, dfxtp_1 12, mux2i_1 10, nand2b_1 20
nor2b_1 1, nor4b_4 2, o21ba_1 1
[power groups by stage]
| stage | registers, W | clock network (W) | logic [W] |
|---|---|---|---|
| final | 0.000133 | 0.0000791 | 0.0000525 |
| after global routing | 0.000134 | 0.0000932 | 0.0000576 |
| after CTS | 0.000133 | 0.0000858 | 0.0000536 |
[how the worst max path moves through the flow]
stage	to	depth (start not counted)
final	waddr[0]	5
after global routing	waddr[0]	5
after CTS	waddr[2]	5
[cell families after synthesis]
kind of cell	synth area share
muxes	0.147
DFF	0.352
and+or+nand+nor	0.382
other	0.00550
buffers and inverters	0.0991
AOI/OAI and AO/OA	0.0147
[worst max-delay path, cell delays in order]
cell             delay, ns
clkdlybuf4s50_1       0.50
nor4b_4               0.30
buf_4                 0.22
and2_1                0.15
clkdlybuf4s50_1       0.46
[Yosys cell counts]
cell      count
nor2b_1       1
dfxtp_1      12
buf_6         2
o21ba_1       1
clkbuf_1      2
nor4b_4       2
buf_4         5
mux2i_1      10
conb_1        1
and2_1       13
nand2b_1     20
[state kept, by name (all words and copies together) (netlist names)]
| register | count |
|---|---|
| cmd_rec_synch.synch_flop2.q | 1 |
| cmd_rec_synch.synch_flop1.q | 1 |
| score_flop.q | 10 |
[layout make-up]
| type | instances | share of cell area |
|---|---|---|
| Timing Repair Buffer | 48 | 0.401 |
| Clock buffer | 3 | 0.0190 |
| Multi-Input combinational cell | 52 | 0.328 |
| Sequential cell | 12 | 0.203 |
| Tap cell | 46 | 0.0486 |
[routing by layer]
metal / wire length [µm] / part of all wire / up-vias / track usage
met2: 789 / 0.39 / 38 / 0.0963
met1: 948 / 0.47 / 249 / 0.0781
met4: 0 / 0 / 0 / 0.00528
met3: 281 / 0.14 / 0 / 0.0364
li1: - / - / 301 / -
met5: 0 / 0 / - / 0
