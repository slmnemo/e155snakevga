File: design.v
module dpram #(parameter dwidth=8, addr_width=10) (
    input logic clk,
    input logic [addr_width-1:0] raddr, waddr,
    input logic [dwidth-1:0] wdata,
    input logic re, we,
    output logic [dwidth-1:0] rdata
);
    logic [dwidth-1:0] mem [(1<<addr_width)-1:0];
    always_ff @(posedge clk) begin
        if (we)
            mem[waddr] <= wdata;
    end
    always_ff @(posedge clk) begin
        if (re)
            rdata <= mem[raddr];
    end
endmodule
File: run.sh
#!/bin/bash
# OpenROAD 26Q1-2900-gdf79404cd8, Yosys 0.63+post, stock flow scripts
make -C /OpenROAD-flow-scripts/flow DESIGN_CONFIG=/design/flow/config.mk WORK_HOME=/design/flow/orfs finish
File: config.mk
export PLATFORM = sky130hd
export DESIGN_NAME = dpram
export DESIGN_NICKNAME = dpram
export VERILOG_FILES = /design/flow/design.v
export SDC_FILE = /design/flow/constraint.sdc
export NUM_CORES = 4
export LEC_CHECK = 1
export CORE_UTILIZATION = 50
export SYNTH_MEMORY_MAX_BITS = 65536
File: constraint.sdc
current_design dpram

set clk_period 24.5
set clk_io_pct 0.2

create_clock -name clk0 -period $clk_period [get_ports {clk}]

set non_clock_inputs [all_inputs -no_clocks]
set_input_delay [expr $clk_period * $clk_io_pct] -clock clk0 $non_clock_inputs
set_output_delay [expr $clk_period * $clk_io_pct] -clock clk0 [all_outputs]
==> reports/qor.csv <==
metric;value;unit
startpoint_type;input pin;
yosysSeqAreaShare;77.2;%
dp_hpwl;583000;um
drtIter0Drc;11200;
async_flop_share;0;%
postRouteAntennaNets;0;
cts_root_buf;clkbuf_16;
die_h;801;um
synth-simple-area-share;2.36;%
worst_pin_slew;1.57;ns
violations;max-capacitance violations, max-slew violations;
h-tree-depth;6;
cts_setup_buffers;0;
cts_buffers;816;
grt_util_all_layers;32.6;%
cp.arrival;12.42;ns
gp_congestion;0.933;
max_stage_delay;1.09;ns
aoi_share;3.37;%
crit_top_cell;buf_4;
critical_path.max_fanout;70;
grt_pass1_vias;171000;
fp_util;50.2;%
ys_sh_xor;0;%
p_leak;0.113;uW
status;complete, but fails checks;
end_kind;flop;
maxCapViolCount;1;
vias_per_cell;6.27;
routedWlPerCell;36.5;um
grt_start_max_net_pins;125;
setup_viol;0;
vias;158000;
fin_tns_setup;0;ns
portBuffers;38;
power_density;80.7;mW/mm^2
yosysUniqueCellTypes;80;
area_leaders;edfxtp_1, mux4_2, mux2i_1;
cpMaxStageDelayCell;nor3_1;
grt-ovfl-total;0;
core_area;0.636;sq mm
synthFlopType;edfxtp_1;
die_x;801;um
yosysWarnings;1;
drive_gt1_share;23.2;%
clock_latency;1.17;ns
netlist.area_leader.share;77.2;%
holdBufCountCts;0;
final_cell_mix;edfxtp_1, mux4_2, nor2_1;
fin_util;56.3;%
hold_depth;6;
antenna_found_initial;81;
rsz0062_at_grt;false;
syn_area_per_cell;21.0;sq um
netlist_area;0.319;sq mm
slew_viol_final;2;
warning_count;51;
top_logic_kind;multiplexers;
maxSlewHeadroom;-5.94;%
firstDrtPassIters;6;
yosysTopAreaCell;edfxtp_1;
worstPathRequired;25.40;ns
path_cells;buf_16 -> buf_12 -> buf_4 -> buf_4 -> buf_4 -> buf_4 -> buf_12 -> mux4_2 -> mux2_2 -> a221oi_1 -> a211oi_1 -> nor3_1 -> nor3_2 -> buf_4 -> nor4b_1 -> o2111ai_1;
ys_area;0.319;sq mm
min_period;11.52;ns
fin_crit_sh;47.0;%
cts.sinks;8200;
synthCells;15200;
placed_cells;23600;
ir_worst_vdd;80.1;uV
mux_share;15.1;%
synthAdderAreaFrac;0;%
max_freq;0.0868;GHz
die-area;0.641;sq mm
rows;293;
route.detailed.drc;0;
rr_worst_depth;9;
ys_ff;8200;
finalWirelength;921000;um
layout_top_cell;edfxtp_1;
area_delta_synth_final;12.2;%
instances_no_fill;25200;
ios;39;
cts_resized;0;
skew;0.0663;ns
path_class;in2reg;
hold_violations;0;
cts_tree;built;
grt_pass1_wl;1300000;um
clkSlewWorstSetupHoldPaths;0.06;ns
synth-edff-count;8200;
hold_class;reg2reg;
ys_cells;15200;
clock_path_buffers;4;
n_fill_cell;46100;
final timing paths:
| check | from | slack, ns | end |
|---|---|---|---|
| max reg2reg | mem[520][4] | 20.00 | rdata[4] |
| max | raddr[0] | 12.98 | rdata[1] |
| min reg2reg | mem[370][7] | 1.14 | rdata[7] |
| min | mem[370][7] | 1.14 | rdata[7] |
per-stage QoR:
| step | area [sq um] | hold WS [ns] | total power (uW) | setup WS, ns |
|---|---|---|---|---|
| after floorplan | 319000 | 0.870 | 16500 | 16.75 |
| after global placement | 332000 | 1.13 | 17200 | 11.66 |
| after detailed placement | 332000 | 1.13 | 17200 | 11.65 |
| after CTS | 358000 | 1.14 | 29000 | 12.88 |
| after global routing | 358000 | 1.23 | 29600 | 12.40 |
| final | 358000 | 1.14 | 28900 | 12.98 |
kinds of logic (layout without fill, tap and decap cells):
group,count (synthesis),count (layout)
other cells,0,90
compound gates,1506,1506
mux,2758,2758
flops,8200,8200
buf+inv,1011,2505
simple gates,1753,1753
layer usage:
layer	wire length, um	global-route usage (%)	vias up
li1	-	-	65700
met1	277000	41.0	80400
met2	422000	44.4	10200
met3	179000	27.0	1681
met4	41700	11.5	121
met5	2100	1.59	-
state kept, by name, summed over array words and instances, names as in the netlist:
signal	count
rdata	8
mem	8192
power breakdown:
group	leakage (uW)	switching, uW	internal, uW
clock	0.0124	5270	6690
sequential	0.0737	8.06	15400
combinational	0.0265	1000	457
synthesized netlist by cell type, types with 20 or more instances:
cell type     n
o22ai_1     218
buf_1       109
a211oi_1     84
nor3_1      133
mux2_2       90
buf_12       20
o221ai_1    292
nand2_1     181
nor2_1     1133
mux2i_1    1041
edfxtp_1   8200
a21oi_1     256
nand3_1     101
buf_2       170
a221oi_1     66
buf_6       159
a2111oi_0    24
a31oi_1      23
a211o_1      28
a22oi_1     246
buf_8        23
clkbuf_1    388
o21ai_0     124
mux4_2     1565
nor4_1       43
nand4_1      31
a22o_1       46
o211ai_1     24
mux4_1       61
buf_4       130
worst max-delay path: cells and delay by family:
family,cells,cell delay [ns]
buffers and inverters,8,3.98
and+or+nand+nor,3,1.65
muxes,2,0.86
AOI/OAI and AO/OA,3,0.65
layout make-up:
cell class / instances / area (sq um) / share of cell area [%]
tap: 8407 / 10500 / 2.94
antenna: 90 / 225 / 0.0629
timing repair buffer: 1007 / 8050 / 2.25
sequential: 8200 / 246000 / 68.8
multi-input combinational: 6017 / 67500 / 18.9
clock inverter: 471 / 4040 / 1.13
clock buffer: 1020 / 21300 / 5.96
inverter: 7 / 51.3 / 0.0143
Power is estimated from default activity; no workload was simulated.
