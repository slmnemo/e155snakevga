[/design/flow/config.mk]
export PLATFORM = sky130hd
export DESIGN_NAME = vga_top
export DESIGN_NICKNAME = vga_top
export VERILOG_FILES = /design/flow/design.v
export SDC_FILE = /design/flow/constraint.sdc
export NUM_CORES = 4
export LEC_CHECK = 1
export CORE_UTILIZATION = 30
[/design/flow/design.v]
module counter_static #(parameter count_max=8) (
    input logic                             clk, reset, en,
    output logic [$clog2(count_max)-1:0]    count
);
logic [$clog2(count_max)-1:0]   next_count;
logic                           resetcounter;
assign resetcounter = reset | (count >= count_max);
flopenr #($clog2(count_max)) counter(.clk, .reset(resetcounter), .en, .d(next_count), .q(count));
assign next_count = count + 1;
endmodule
module counterdiv_dyn #(parameter dwidth=8) (
    input logic                 clk, reset, en,
    input logic  [dwidth-1:0]   count_max,
    output logic                divclk
);
logic [dwidth-1:0]  count, next_count;
logic               resetcounter;
assign next_count = count + 1;
assign divclk = (count >= (count_max)) | reset;
assign resetcounter = reset | divclk;
flopenr #(dwidth) counter(.clk, .reset(resetcounter), .en, .d(next_count), .q(count));
endmodule
module flop #(parameter WIDTH=32) (
    input logic                 clk, reset,
    input logic [WIDTH-1:0]     d,
    output logic [WIDTH-1:0]    q
);
always_ff @(posedge clk)
    if (reset)
        q <= #1 0;
    else
        q <= #1 d;
endmodule
module flopenr #(parameter WIDTH=32) (
    input logic                 clk, reset, en,
    input logic [WIDTH-1:0]     d,
    output logic [WIDTH-1:0]    q
);
always_ff @(posedge clk)
    if (reset)
        q <= #1 0;
    else if (en)
        q <= #1 d;
endmodule
module mux2 #(parameter WIDTH=32) (
    input               s,
    input [WIDTH-1:0]   d0, d1,
    output [WIDTH-1:0]  q
);
assign q = s ? d1 : d0;
endmodule
module transmit_controller (
    input logic  [9:0]  row, col,
    output logic        VSync, HSync, output_en
);
assign output_en = (row < 640) & (col < 480);
assign HSync = ~((row >= (640+16)) & (row < (640+16+96)));
assign VSync = ~((col >= (480+11)) & (col < (480+11+2)));
endmodule
module vga_controller (
    input logic         clk, reset,
    output logic        updateoutput, update_state, re,
    output logic [9:0]  row, col, raddr
);
logic       row_en, rowdone, rowvalid, colvalid, colblock_increment, startnextframe, duration_en, updateoutputvalid, delay_row;
logic       rowblock_trig, colblock_trig;
logic [4:0] next_duration, duration;
logic [9:0] raddrvalid;
logic [4:0] rowmod20, colmod20;
flopenr #(5) duration_flop(.clk, .reset, .en(updateoutput | startnextframe), .d(next_duration), .q(duration));
flop #(1) rowdelay_flop(.clk, .reset, .d(1'b1), .q(row_en));
counter_static #((640+16+96+48)-1) row_counter(.clk, .reset(startnextframe), .en(row_en), .count(row));
assign rowdone = (row == (640+16+96+48)-1);  
assign rowvalid = (row < 640);
counter_static #((480+11+2+32)) col_counter(.clk, .reset(startnextframe), .en(rowdone), .count(col));
counter_static #(19) rowblock_counter(.clk, .reset(startnextframe), .en(rowvalid), .count(rowmod20));
counter_static #(20) colblock_counter(.clk, .reset(startnextframe | colblock_trig), .en(colblock_increment), .count(colmod20));
assign in_hporch = ~rowvalid;
assign in_vporch = ~colvalid;
assign colblock_trig = (colmod20 == 5'd19) & in_hporch;
assign rowblock_trig = (rowmod20 == 5'd19) & rowvalid & colvalid;
logic       incr_hblock, incr_cblock;
logic [4:0] next_hblock, hblock, next_vblock, vblock;
typedef enum logic [1:0] {V_IDLE=2'b00, V_ADRINC=2'b01, V_WAIT_FOR_DONE=2'b10} vstates; 
vstates vstate, next_vstate;
typedef enum logic [1:0] {H_IDLE, H_ADRINC, H_READ, H_UPDATE} hstates;
hstates hstate, next_hstate;
always_comb begin
    case(hstate)
        H_IDLE:     if (rowblock_trig == 1'b1)  next_hstate = H_ADRINC;
                    else                        next_hstate = H_IDLE;
        H_ADRINC:   if (rowvalid == 1'b1)       next_hstate = H_READ;
                    else                        next_hstate = H_IDLE;
        H_READ:                                 next_hstate = H_UPDATE;
        H_UPDATE:                               next_hstate = H_IDLE;
        default:        next_hstate = H_IDLE;
    endcase
end
always_comb begin
    case(vstate)
        V_IDLE: if (colblock_trig == 1'b1)          next_vstate = V_ADRINC;
                else                                next_vstate = V_IDLE;
        V_ADRINC:                                   next_vstate = V_WAIT_FOR_DONE;
        V_WAIT_FOR_DONE:    if (rowdone == 1'b1)    next_vstate = V_IDLE;
                            else                    next_vstate = V_WAIT_FOR_DONE;
        default:    next_vstate = V_IDLE;
    endcase
end
assign colvalid = (col < 480);
assign colblock_increment = (colvalid & rowdone & (vstate != V_WAIT_FOR_DONE));  
assign startnextframe = reset | ((col == (480+11+2+32)-1) & rowdone);
always_ff @(posedge clk) begin
    if (reset) begin
        hstate <= H_IDLE;
        vstate <= V_IDLE;
    end
    else begin
        hstate <= next_hstate;
        vstate <= next_vstate;
    end
end
assign incr_hblock = (hstate == H_ADRINC);
assign incr_cblock = (vstate == V_ADRINC);
flopenr #(5) rowaddr_flop(.clk, .reset(in_hporch | reset), .en(incr_hblock), .d(next_hblock), .q(hblock));
flopenr #(5) coladdr_flop(.clk, .reset(in_vporch | reset), .en(incr_cblock), .d(next_vblock), .q(vblock));
assign next_hblock = hblock + 5'b1;
assign next_vblock = vblock + 5'b1;
assign raddr = {hblock, vblock};
assign re = (hstate == H_READ) | (row == (640+16+96+48) - 20 - 1);
assign update_state = (hstate == H_UPDATE) | (row == (640+16+96+48) - 20 - 1+1);
assign next_duration = 5'd0;
assign duration_en = (colvalid & rowvalid);
assign duration_reset = ~duration_en | reset;
counterdiv_dyn #(5) duration_counterdiv(.clk, .reset(duration_reset), .en(duration_en), .count_max(duration), .divclk(updateoutputvalid));
mux2 #(1) updateoutput_mux(.s(duration_en), .d0(1'b1), .d1(updateoutputvalid), .q(updateoutput));
endmodule
module vga_score2seg #(parameter XOFFSET=640, YOFFSET=480) (
    input logic [3:0] digit,
    input logic [9:0] row, col, 
    output logic [2:0] rgb_out
);
logic disp_a, disp_b, disp_c, disp_d, disp_e, disp_f, disp_g, pix_on;
logic [6:0] segment;
always_comb
    case(digit)
        4'h0: segment <= 7'b1111110;
        4'h1: segment <= 7'b0110000;
        4'h2: segment <= 7'b1101101;
        4'h3: segment <= 7'b1111001;
        4'h4: segment <= 7'b0110011;
        4'h5: segment <= 7'b1011011;
        4'h6: segment <= 7'b1011111;
        4'h7: segment <= 7'b1110000;
        4'h8: segment <= 7'b1111111;
        4'h9: segment <= 7'b1110011;
        4'hA: segment <= 7'b1110111;
        4'hB: segment <= 7'b0011111;
        4'hC: segment <= 7'b1001110;
        4'hD: segment <= 7'b0111101;
        4'hE: segment <= 7'b1001111;
        4'hF: segment <= 7'b1000111;
        default: segment <= 7'bxxxxxxx;
    endcase
assign disp_a = segment[6] & (row >= 2 + XOFFSET) & (row < 2 + 11 + XOFFSET) & (col <= 2*-2 + 2*-11 + YOFFSET) & (col > 2*-2 + 2*-11 + -2 + YOFFSET);
assign disp_d = segment[3] & (row >= 2 + XOFFSET) & (row < 2 + 11 + XOFFSET) & (col <= 0 + YOFFSET) & (col > 0 + -2 + YOFFSET);
assign disp_g = segment[0] & (row >= 2 + XOFFSET) & (row < 2 + 11 + XOFFSET) & (col <= -2 + -11 + YOFFSET) & (col > -2 + -11 + -2 + YOFFSET);
assign disp_b = segment[5] & (row >= 2 + 11 + XOFFSET) & (row < 2 + 11 + 2 + XOFFSET) & (col <= 2*-2 + -11 + YOFFSET) & (col > 2*-2 + -11 + -11 + YOFFSET);
assign disp_c = segment[4] & (row >= 2 + 11 + XOFFSET) & (row < 2 + 11 + 2 + XOFFSET) & (col <= -2 + YOFFSET) & (col > -2 + -11 + YOFFSET);
assign disp_e = segment[2] & (row >= 0 + XOFFSET) & (row < 0 + 2 + XOFFSET) & (col <= -2 + YOFFSET) & (col > -2 + -11 + YOFFSET);
assign disp_f = segment[1] & (row >= 0 + XOFFSET) & (row < 0 + 2 + XOFFSET) & (col <= 2*-2 + -11 + YOFFSET) & (col > 2*-2 + -11 + -11 + YOFFSET);
assign pix_on = disp_a | disp_b | disp_c | disp_d | disp_e | disp_f | disp_g;
assign rgb_out = {3{pix_on}};  
endmodule
module vga_score_controller (
    input logic [9:0]   score, row, col,
    output logic [2:0]  rgb_score
);
logic [2:0] rgb_ones, rgb_tens, rgb_huns;
vga_score2seg #(640 - 11 + 2*2 - 10 - 1, 480-2 - 1) ones_score2seg(.digit(score[3:0]), .row, .col, .rgb_out(rgb_ones));
vga_score2seg #(640 - 11 + 2*2 - 10 - 1 - 11 + 2*2 - 10, 480-2 - 1) tens_score2seg(.digit(score[7:4]), .row, .col, .rgb_out(rgb_tens));
vga_score2seg#(640 - 11 + 2*2 - 10 - 1 - 11 + 2*2 - 10 - 11 + 2*2 - 10, 480-2 - 1)  huns_score2seg(.digit({2'b0,score[9:8]}), .row, .col, .rgb_out(rgb_huns));
assign rgb_score = rgb_ones | rgb_tens | rgb_huns;
endmodule
module vga_top (
    input logic         clk, reset,
    input logic  [7:0]  state_in,
    input logic  [9:0]  score,
    output logic        R_out, G_out, B_out, VSync, HSync, re,
    output logic [9:0]  raddr
);
logic           updateoutput, update_state;
logic           R_next, B_next, G_next, R_state, G_state, B_state, R_in, G_in, B_in;
logic [2:0]     state, rgb_score;
logic [9:0]     row, col;
flopenr #(3)    state_flop(.clk, .reset, .en(update_state), .d(state_in[2:0]), .q(state));
vga_controller  vgacontroller(.clk, .reset, .updateoutput, .update_state, .row, .col, .re, .raddr);
flopenr #(3)    rgb_flop(.clk, .reset, .en(updateoutput), .d(state), .q({R_state, G_state, B_state}));
vga_score_controller scorecontroller(.score, .row, .col, .rgb_score);
assign R_in = R_state ^ rgb_score[2];
assign G_in = G_state ^ rgb_score[1];
assign B_in = B_state ^ rgb_score[0];
vga_transmitter vgatransmitter(.R_in, .G_in, .B_in, .row, .col, .R_out, .G_out, .B_out, .VSync, .HSync);
endmodule
module vga_transmitter(
    input logic         R_in, G_in, B_in,
    input logic  [9:0]  row, col,
    output logic        R_out, G_out, B_out, VSync, HSync
);
logic output_en;
transmit_controller controller(.row, .col, .VSync, .HSync, .output_en);
mux2 #(1) R_mux(.s(output_en), .d0(1'b0), .d1(R_in), .q(R_out));
mux2 #(1) G_mux(.s(output_en), .d0(1'b0), .d1(G_in), .q(G_out));
mux2 #(1) B_mux(.s(output_en), .d0(1'b0), .d1(B_in), .q(B_out));
endmodule
[/design/flow/run.sh]
#!/bin/bash
# OpenROAD 26Q1-2900-gdf79404cd8, Yosys 0.63+post, stock flow scripts
make -C /OpenROAD-flow-scripts/flow DESIGN_CONFIG=/design/flow/config.mk WORK_HOME=/design/flow/orfs finish
[/design/flow/constraint.sdc]
current_design vga_top

set clk_period 4.7
set clk_io_pct 0.2

create_clock -name clk0 -period $clk_period [get_ports {clk}]

set non_clock_inputs [all_inputs -no_clocks]
set_input_delay [expr $clk_period * $clk_io_pct] -clock clk0 $non_clock_inputs
set_output_delay [expr $clk_period * $clk_io_pct] -clock clk0 [all_outputs]
==> impl_metrics.tcl <==
# metrics dict for downstream scripts
set metrics [dict create \
    clk_pin_slew_worst_paths_ns 0.07 \
    drtPass1Iterations 4 \
    min_delay_path_depth 2 \
    first_global_vias 2644 \
    ys_async_sr_fraction_pct 0 \
    worstSkewPairLatency_ns 0.29 \
    rsz0062_at_grt "yes" \
    dpl.hpwl_mm 5.35 \
    syn_to_final_growth_pct 20.7 \
    min_period_ns 4.53 \
    mi_logic_area_sq_um 2260 \
    worst_hold_startpoint "vgacontroller.hstate[0]" \
    yosys-stat-cells 417 \
    placement_rows 38 \
    worst-r2r-cell-count 7 \
    routedLengthMet1_mm 3.83 \
    worst_endpoint_required_time_ns 3.76 \
    post_synth_inst_count 417 \
    drtIter0Drc 102 \
    drt_via_density 5.02 \
    drv.max_cap_violation_count 0 \
    route.top_layer_used "met4" \
    cts-root-to-sink-buffers 2 \
    final_min_period_over_clock_period_pct 96.4 \
    area_leaders "dfxtp_1 (31%), ha_1 (8.7%), nor2_1 (6.4%)" \
    openroad_warnings 48 \
    worst_slew_pin_slew_ns 0.625 \
    wl_met2_mm 3.20 \
    arrival_time_at_the_worst_endpoint_ns 3.59 \
    grt_pass1_wl_mm 12.6 \
    endpoint_of_the_most_critical_register_to_register_path "vgacontroller.col_counter.counter.q[2]" \
    enable_flop_cells 0 \
    diodes 0 \
    die-area_sq_um 11900 \
    holdPathEnd "vgacontroller.hstate[0]" \
    final-max-slew-violation-count 0 \
    synthDominantAreaCellType "dfxtp_1" \
    drt.antenna.violating_nets 0 \
    postPlaceCellArea_sq_um 3890 \
    timing.clock.skew_ns 0.00441 \
    met3WireLength_um 239 \
    detailed_route_via_count 2939 \
    setup_violations 0 \
    synth_top_flop_cell "dfxtp_1" \
    fp_util_pct 31.3 \
    worst_r2r_start "vgacontroller.row_counter.counter.q[1]" \
    fillCellCount 1076 \
    hold_viol 0 \
    synthTopCellsByCount "nor2_1 (59), dfxtp_1 (54), nand2_1 (40)" \
    io_pins 36 \
    wl_mm 7.33 \
    ys_seq_share_pct 31.4 \
    regArea_sq_um 1080 \
    irDropWorstVdd_mv 0.171 \
    grt_overflow 0 \
    tritoncts.num_buffers 5 \
    coreArea_sq_um 11000 \
    achievable-frequency_ghz 0.221 \
    synthesized_area_per_cell_sq_um 8.25 \
    synth-warning-count 11 \
    worst_setup_path_end_kind "output port" \
    ys_ff 54 \
    cts_num_sinks 54 \
    ff2ff_setup_slack_ns 2.03 \
    fin_worst_hold_slack_ns 0.450 \
    hp-class "register to register" \
    width_of_the_die_um 109 \
    port_buffers 30 \
    outcome "complete, no violations" \
    postCtsSetupRepairBufs 0 \
    syn-cell-area_sq_um 3440 \
    post_route_cells_drive_above_1_share_pct 9.66 \
    final_core_utilization_pct 37.8 \
    yosys.area.top_type_share_pct 31.4 \
    cp-start-kind "primary input" \
    cts.htree.levels 2 \
    slew-limit-headroom_pct 58.1 \
    power_per_cell_area_nw_per_um2 237 \
    cts_root_buffer "clkbuf_16" \
    grt_start_max_net_pins 19 \
    global_route.usage.total_pct 13.2 \
    clock_tree_from_tritoncts "yes" \
    most_numerous_cell_in_the_yosys_netlist "nor2_1" \
    critical_path_class "primary input to output port" \
    ys_types 57 \
    critPathMaxFanout 5 \
    ys_chip_area_sq_um 3440 \
    power.static_leakage_nw 1.61 \
    fin_area_sq_um 4150 \
    drcViolationCount 0 \
    place.gp.congestion 0.907 \
    post-layout-total-power_w 0.000983 \
    routed_wire_length_per_instance_um 12.5 \
    fp.dieH_um 109 \
    grt_antenna_before_repair 0 \
]
## critical path, cell delays in order
cell and delay (ns):
clkdlybuf4s50_1 0.49, inv_2 0.08, ha_4 0.23, o21ai_2 0.12, a21oi_1 0.06, nor4_1 0.27, a21oi_1 0.11, a2111oi_4 0.36
nor3_2 0.09, buf_4 0.16, mux2i_2 0.19, clkdlybuf4s50_1 0.49
## timing repair
| item | CTS | global route |
|---|---|---|
| cloned | 0 | 0 |
| pin swaps | 1 | 4 |
| gates resized | 5 | 18 |
| hold buffers | 0 | 0 |
| setup endpoints to repair | 3 | 3 |
## cell usage in the layout (no fill, tap or decap), types with 5 or more instances in the layout
cell / count
nor2_1: 59
dfxtp_1: 54
nand2_1: 40
clkdlybuf4s50_1: 25
ha_1: 20
mux2i_1: 19
xor2_1: 19
inv_1: 16
nand4_1: 15
nor2b_1: 14
a21oi_1: 14
o21ai_0: 11
xnor2_1: 11
buf_4: 10
nand3_1: 9
nor3_1: 8
or3_1: 6
clkbuf_16: 5
## state kept, by name (all words and copies together), names as in the netlist
name                                      cells
vgacontroller.coladdr_flop.q                  5
vgacontroller.row_counter.counter.q          10
vgacontroller.rowblock_counter.counter.q      5
vgacontroller.hstate                          4
vgacontroller.colblock_counter.counter.q      5
vgacontroller.col_counter.counter.q          10
rgb_flop.q                                    3
vgacontroller.vstate                          3
vgacontroller.rowdelay_flop.q                 1
vgacontroller.rowaddr_flop.q                  5
state_flop.q                                  3
## report_power, final
part,switching (W),internal (W)
combinational,0.0000477,0.0000428
clock,0.000169,0.000255
sequential,0.00000674,0.000462
## per-layer routing
layer / track usage [%] / up-vias
met5: 0 / -
met4: 1.16 / 0
met3: 1.40 / 4
met2: 20.0 / 60
met1: 21.2 / 1351
li1: - / 1524
## metrics by stage
stage	setup TNS, ns	setup WS, ns	std cells
global route	-0.0270	-0.0237	585
global placement	0	0.0458	577
floorplan	0	1.34	417
finish	0	0.170	585
CTS	0	0.0228	585
detailed placement	0	0.0211	577
## how the worst max path moves through the flow
stage / start / to
global route: score[5] / G_out
CTS: score[1] / R_out
finish: score[5] / R_out
## layout make-up
class / count / area share [%]
Multi-Input combinational cell: 324 / 54.4
Tap cell: 140 / 4.22
Sequential cell: 54 / 26.1
Inverter: 18 / 1.63
Clock buffer: 5 / 3.02
Clock inverter: 3 / 1.18
Timing Repair Buffer: 41 / 9.53
## kinds of logic (layout without fill, tap and decap cells)
kind of cell / count (synthesis) / count (layout) / synth area share [%]
simple gates: 181 / 181 / 26.6
fa+ha+maj: 24 / 24 / 8.73
flops: 54 / 54 / 31.4
compound gates: 67 / 67 / 14.0
mux: 22 / 22 / 6.48
xor+xnor: 30 / 30 / 7.64
buf+inv: 39 / 67 / 5.09
